## design/flow/design.v

```verilog
`timescale 1ns / 1ps
module CalculatorStageSelector
(
	input previous_stage_button, next_stage_button, clk,
	output store_num1, store_num2, store_operation, display_16bit_switches, display_operation, display_32bit_answer
);
wire X3, X4, X28, X36, X37, X38, X39, X41, X50, X51, X67, X74, X80, X83, X84, X85, X86, X93, X97, X98, X104, X120;
wire previous_stage, next_stage;
debouncer debouncer1(
    .clk(clk),
    .PB(previous_stage_button),
    .PB_up(previous_stage)
    );
debouncer debouncer2(
    .clk(clk),
    .PB(next_stage_button),
    .PB_up(next_stage)
    );
dff U3 (
	.data_out(X3),
	.in_D( X41 ),
	.in_CLK( clk )
);
dff U4 (
	.data_out(X4),
	.in_D( X86 ),
	.in_CLK( clk )
);
assign store_num2 = X3;
and U19 (store_operation,X3, X4);
not U23 (display_16bit_switches,X3);
and U26 (display_32bit_answer,X3, X4);
and U27 (display_operation,X3, X28);
not U28 (X28,X4);
and U36 (X36,X4, next_stage, X50, X51);
and U37 (X37,X3, X4, X67);
and U38 (X38,X3, previous_stage, next_stage);
and U39 (X39,X3, X74, X80);
or U41 (X41,X36, X37, X38, X39);
not U50 (X50,X3);
not U51 (X51,previous_stage);
not U67 (X67,next_stage);
not U74 (X74,X4);
not U80 (X80,previous_stage);
and U83 (X83,X4, X93);
and U84 (X84,next_stage, X97, X98);
and U85 (X85,X3, previous_stage, X104, X120);
or U86 (X86,X83, X84, X85);
xnor U93 (X93,previous_stage, next_stage);
not U97 (X97,X4);
not U98 (X98,previous_stage);
not U104 (X104,next_stage);
or U111 (store_num1,X3, X4);
not U120 (X120,X4);
endmodule
`timescale 1ns / 1ps
module debouncer
(
    input clk,
    input PB,  
    output reg PB_state,  
    output PB_down,  
    output PB_up   
);
	reg PB_sync_0;  always @(posedge clk) PB_sync_0 <= ~PB; 
	reg PB_sync_1;  always @(posedge clk) PB_sync_1 <= PB_sync_0;
	reg [15:0] PB_cnt;
	wire PB_idle = (PB_state==PB_sync_1);
	wire PB_cnt_max = &PB_cnt;	
	always @(posedge clk)
		if(PB_idle)
			PB_cnt <= 0;  
		else begin
			PB_cnt <= PB_cnt + 16'd1;  
			if(PB_cnt_max) 
				PB_state <= ~PB_state; 
		end
	assign PB_down = ~PB_idle & PB_cnt_max & ~PB_state;
	assign PB_up   = ~PB_idle & PB_cnt_max &  PB_state;
endmodule
module dff(
	input in_D, in_CLK,
	output reg data_out
	);
	always @ (posedge in_CLK)
		data_out<=in_D;
endmodule
```

## design/flow/constraint.sdc

```tcl
current_design CalculatorStageSelector

set clk_period 4.1
set clk_io_pct 0.2

create_clock -name clk0 -period $clk_period [get_ports {clk}]

set non_clock_inputs [all_inputs -no_clocks]
set_input_delay [expr $clk_period * $clk_io_pct] -clock clk0 $non_clock_inputs
set_output_delay [expr $clk_period * $clk_io_pct] -clock clk0 [all_outputs]
```

## design/flow/run.sh

```bash
#!/bin/bash
# OpenROAD 26Q1-2900-gdf79404cd8, Yosys 0.63+post, stock flow scripts
make -C /OpenROAD-flow-scripts/flow DESIGN_CONFIG=/design/flow/config.mk WORK_HOME=/design/flow/orfs finish
```

## design/flow/config.mk

```make
export PLATFORM = sky130hd
export DESIGN_NAME = CalculatorStageSelector
export DESIGN_NICKNAME = CalculatorStageSelector
export VERILOG_FILES = /design/flow/design.v
export SDC_FILE = /design/flow/constraint.sdc
export NUM_CORES = 4
export LEC_CHECK = 1
export CORE_AREA = 10 10 106 106
export DIE_AREA = 0 0 116 116
```

==> run summary <==
run results: Core Box Area slightly below 9000 um2, CP arrival roughly 1.4 ns, Vert. Die Dim 116 um, Max Fclk roughly 0.44 GHz, # diodes 0, yosys stat chip area roughly 1600 um2, clk root buf clkbuf_8, final tally of max-slew violations 0, non-filler cells in the finished layout 300, Die Area 13460 um2, Mapped Avg Cell Area between 9 and 10 um2, most numerous cell in the Yosys netlist dfxtp_1, worst-path cell chain inv_1 > nor2_1 > clkdlybuf4s50_1, cts hold-fix bufs 0, CTS tree yes, HP Start debouncer1.PB_sync_0, H-Tree Depth 2, post-cts sizing count 0, routed wire length 2551 um, Skew-Pair Late Insertion Delay 0.29 ns, Placement Cell Area 1844 um2, ys flops around 40, Final Hold Vio Count 0, Post-synth seq share 0.5011, pre-CTS setup slack 2.083 ns, first-pass GRT wire length around 4600 um, CP max-delay cell clkdlybuf4s50_1, fraction of registers with async set/reset 0, Reg area a little over 800 um2, post-synth top area share 0.4645, Log Warnings 25, worst endpoint required time ~3.3 ns, CP max stage delay 0.50 ns, DRC viols 0, ys flop type dfxtp_1, vias per cell around 3.8, IO buf count 8, status finished, final reports clean, fin crit period 2.249 ns, ys cells between 150 and 200, CP endpoint kind output port, PnR worst setup slack 1.851 ns, origin of the critical flop-to-flop path debouncer1.PB_cnt[0], post-DP HPWL 1763 um, GRT Overall Usage 0.04009, synthesized instance count 179, vias in the first global route approximately 1100, slew margin rel. 0.7869, cell area after synthesis 1638 um2, combinational gate area approximately 760 um2, IO Pins 9, Inserted Clock Buffers 5, final setup vio count 0, final core utilization 0.2227, RSZ-0062 raised after global routing no, Final ANT Viol Nets 0, Inst Count DP 292, origin of the worst setup path U3.data_out, total negative slack 0 ns, initial core utilization 0.1851, Die Wd 116 um, post-route cell area 1971 um2, list of most frequent post-synthesis cells 38 x dfxtp_1, 29 x nor2_1, 17 x xor2_1, WHS 0.3277 ns, Hold Crit Class register to register, Power Total 0.7650 mW, area leader, netlist dfxtp_1, top cells, area dfxtp_1 46%, xor2_1 9.1%, nor2_1 6.6%, total power per unit cell area 388.2 nW/um2, Routability Congestion 0.8029, Filler Cells Inserted 931, Routed WL per cell ~8.5 um, Worst-path clk slew 0.08 ns, skew final 0.005301 ns, DR vias 1148, P&R area growth vs syn 20.32%, Worst Max-Slew Pin Slew 0.3153 ns, Post-CTS Repair Setup Buffers 0, layout cells sized above 1 0.07292, crit share post-route 0.5486, Max VDD drop 0.0001612 V, antenna violations before repair 0, Iter 0 DRT Violations 43, DR pass1 iterations 4, synth unique cells 31, Clock Sinks 40, Max-Cap Viols 0, critical path type register to output port, pin count of the biggest net entering global routing 18, LEAKAGE 0.6742 nW, CP Max Fanout 6, total gr overflow 0, FP Rows 34, CTS Buffer Depth 2, Worst Setup Start Kind register, Ys Warns 2, number of flops mapped to enable cells by yosys 2
[where the power goes]
part	switching [mW]	leakage, nW	internal (mW)	total, mW
combinational	0.00979	0.277	0.00857	0.0184
clock	0.129	0.0645	0.215	0.344
sequential	0.00444	0.333	0.398	0.403
total	0.144	0.674	0.621	0.765
[final timing paths]
check / end / slack, ns / cells after the start
worst max register to register: U3.data_out / 2.08 / 6
worst max-delay path: display_32bit_answer / 1.85 / 3
worst min register to register: debouncer1.PB_sync_1 / 0.33 / 0
worst min-delay path: debouncer1.PB_sync_1 / 0.33 / 0
[kinds of logic after synthesis]
logic type               after synthesis  synth area share
buffers and inverters                 13           0.03285
flip-flops                            40            0.5011
XOR/XNOR                              24            0.1283
adder cells (fa/ha/maj)                2           0.01528
AND-OR/OR-AND                         17           0.05806
multiplexers                           1          0.006875
AND/OR/NAND/NOR                       82            0.2575
[layout make-up]
type	instances	share of cell area
sequential	40	0.4165
multi-input combinational	126	0.3873
tap	108	0.06857
clock buffer	7	0.04889
timing repair buffer	10	0.04825
clock inverter	1	0.01524
inverter	8	0.01524
[per-layer routing]
| layer | track usage | routed length [um] | share of wire | up-vias |
|---|---|---|---|---|
| li1 | - | - | - | 627 |
| met1 | 0.05746 | 1357 | 0.53 | 510 |
| met2 | 0.06068 | 1088 | 0.43 | 11 |
| met3 | 0.01256 | 105 | 0.041 | 0 |
| met4 | 0.003336 | 0 | 0 | 0 |
| met5 | 0 | 0 | 0 | - |
[cell usage in the layout, fill, tap and decap left out, drive strengths merged]
| cell type | netlist | final |
|---|---|---|
| a21oi | 8 | 8 |
| a311o | 1 | 1 |
| a31oi | 1 | 1 |
| and2 | 2 | 2 |
| and3 | 3 | 3 |
| and4 | 5 | 5 |
| buf | 2 | 2 |
| bufinv | 0 | 1 |
| clkbuf | 3 | 7 |
| clkdlybuf4s50 | 0 | 8 |
| dfxtp | 38 | 38 |
| edfxtp | 2 | 2 |
| ha | 2 | 2 |
| inv | 8 | 8 |
| mux2 | 1 | 1 |
| nand2 | 11 | 11 |
| nand3 | 10 | 10 |
| nand4 | 7 | 7 |
| nor2 | 29 | 29 |
| nor2b | 3 | 3 |
| nor3 | 1 | 1 |
| nor3b | 1 | 1 |
| nor4b | 2 | 2 |
| o2111ai | 1 | 1 |
| o21ai | 6 | 6 |
| or2 | 1 | 1 |
| or3 | 7 | 7 |
| xnor2 | 7 | 7 |
| xor2 | 17 | 17 |
[registers in the layout, summed over array words and instances, names as in the netlist]
register	count
debouncer1.PB_state	1
U4.data_out	1
debouncer1.PB_sync_0	1
debouncer2.PB_sync_1	1
debouncer2.PB_cnt	16
U3.data_out	1
debouncer1.PB_sync_1	1
debouncer1.PB_cnt	16
debouncer2.PB_sync_0	1
debouncer2.PB_state	1
[critical path, delay by kind of cell, from the launching register on]
family	cells	cell delay [ns]
and+or+nand+nor	1	0.20
DFF	1	0.35
buffers and inverters	2	0.59
No activity file was given, so power comes from the tool's default toggle rates.
