==> design.v <==
`timescale 1ns / 1ps
module CalculatorDataCollector
(
	input [15:0] IN_switches,
    input [2:0] IN_operation_code,
    input IN_store_num1, IN_store_num2, IN_store_operation_code,
    output [15:0] OUT_num1, OUT_num2,
    output [2:0] OUT_operation_code
);
dff_16 num1 (
    .d_16(IN_switches),
    .clk_in( IN_store_num1 ),
    .q_16(OUT_num1)
);
dff_16 num2 (
    .d_16(IN_switches),
    .clk_in( IN_store_num2 ),
    .q_16(OUT_num2)
);
dff opcode0 (
	.data_out( OUT_operation_code[0] ),
	.in_D( IN_operation_code[0] ),
	.in_CLK( IN_store_operation_code )
);
dff opcode1 (
	.data_out( OUT_operation_code[1] ),
	.in_D( IN_operation_code[1] ),
	.in_CLK( IN_store_operation_code )
);
dff opcode2 (
	.data_out( OUT_operation_code[2] ),
	.in_D( IN_operation_code[2] ),
	.in_CLK( IN_store_operation_code )
);
endmodule
`timescale 1ns / 1ps
module dff_16(
    input [15:0] d_16,
    input clk_in,
    output [15:0] q_16
);
dff bit0 (
	.data_out( q_16[0] ),
	.in_D( d_16[0] ),
	.in_CLK( clk_in )
);
dff bit1 (
	.data_out( q_16[1] ),
	.in_D( d_16[1] ),
	.in_CLK( clk_in )
);
dff bit2 (
	.data_out( q_16[2] ),
	.in_D( d_16[2] ),
	.in_CLK( clk_in )
);
dff bit3 (
	.data_out( q_16[3] ),
	.in_D( d_16[3] ),
	.in_CLK( clk_in )
);
dff bit4 (
	.data_out( q_16[4] ),
	.in_D( d_16[4] ),
	.in_CLK( clk_in )
);
dff bit5 (
	.data_out( q_16[5] ),
	.in_D( d_16[5] ),
	.in_CLK( clk_in )
);
dff bit6 (
	.data_out( q_16[6] ),
	.in_D( d_16[6] ),
	.in_CLK( clk_in )
);
dff bit7 (
	.data_out( q_16[7] ),
	.in_D( d_16[7] ),
	.in_CLK( clk_in )
);
dff bit8 (
	.data_out( q_16[8] ),
	.in_D( d_16[8] ),
	.in_CLK( clk_in )
);
dff bit9 (
	.data_out( q_16[9] ),
	.in_D( d_16[9] ),
	.in_CLK( clk_in )
);
dff bit10 (
	.data_out( q_16[10] ),
	.in_D( d_16[10] ),
	.in_CLK( clk_in )
);
dff bit11 (
	.data_out( q_16[11] ),
	.in_D( d_16[11] ),
	.in_CLK( clk_in )
);
dff bit12 (
	.data_out( q_16[12] ),
	.in_D( d_16[12] ),
	.in_CLK( clk_in )
);
dff bit13 (
	.data_out( q_16[13] ),
	.in_D( d_16[13] ),
	.in_CLK( clk_in )
);
dff bit14 (
	.data_out( q_16[14] ),
	.in_D( d_16[14] ),
	.in_CLK( clk_in )
);
dff bit15 (
	.data_out( q_16[15] ),
	.in_D( d_16[15] ),
	.in_CLK( clk_in )
);
endmodule
module dff(
	input in_D, in_CLK,
	output reg data_out
	);
	always @ (posedge in_CLK)
		data_out<=in_D;
endmodule
==> run.sh <==
#!/bin/bash
# OpenROAD 26Q1-2900-gdf79404cd8, Yosys 0.63+post, stock flow scripts
make -C /OpenROAD-flow-scripts/flow DESIGN_CONFIG=/design/flow/config.mk WORK_HOME=/design/flow/orfs finish
==> config.mk <==
export PLATFORM = sky130hd
export DESIGN_NAME = CalculatorDataCollector
export DESIGN_NICKNAME = CalculatorDataCollector
export VERILOG_FILES = /design/flow/design.v
export SDC_FILE = /design/flow/constraint.sdc
export NUM_CORES = 4
export LEC_CHECK = 1
export CORE_AREA = 10 10 83 83
export DIE_AREA = 0 0 93 93
==> constraint.sdc <==
current_design CalculatorDataCollector

set clk_period 1.0
set clk_io_pct 0.2

create_clock -name clk0 -period $clk_period [get_ports {IN_store_num1}]
create_clock -name clk1 -period $clk_period [get_ports {IN_store_num2}]
create_clock -name clk2 -period $clk_period [get_ports {IN_store_operation_code}]

set non_clock_inputs [all_inputs -no_clocks]
set_input_delay [expr $clk_period * $clk_io_pct] -clock clk0 $non_clock_inputs
set_output_delay [expr $clk_period * $clk_io_pct] -clock clk0 [all_outputs]
==> results_slide.txt <==
Implementation Results

Outcome
  • Outcome: complete, no violations

Placed design
  • Global placer's final weighted congestion: 0.716
  • Setup Slack @ Placement: 0.0200 ns
  • Placed Instances: 159
  • Final HPWL DP: 1960 um
  • PortBufs: 54
  • Dpl cell area: 0.00133 mm^2

GRT
  • Largest net degree at the start of global routing: 9
  • Layer with the highest usage: met2
  • Met1 usage: 3.87%
  • First-pass GRT wire length: 3420 um
  • Met3 GRT Util: 5.25%
  • Initial antenna violation count: 0
  • Global-route usage over all layers: 5.29%
  • Global route overflow: 0
  • Vias in the first global route: 606
  • Met2 Usage GRT: 9.00%

Floorplanning
  • Die X-Extent: 93 um
  • Core area: 0.00514 mm^2
  • Starting Density: 18.7%
  • # IOs: 57
  • Die Area: 0.00865 mm^2
  • Row count: 26
  • Die Ht: 93 um

Route
  • Pre-antenna DRT Iters: 3
  • DRC viols: 0
  • Starting DRT DRC Count: 9
  • Ant diodes: 0
  • Routed WL: 2330 um
  • Via count: 505
  • Post-DR vias/cell: 2.99
  • WL/cell: 13.8 um
  • Antenna-violating nets left: 0

Clocking
  • TritonCTS clock tree: yes
  • Postcts setup bufs: 0
  • CTS Sinks: 35
  • Clock transition at path regs: 0.06 ns
  • Cts hold-fix bufs: 0

Hold path
  • Worst Hold Launch: IN_switches[2]
  • Worst hold path type: input port to flip-flop

Synth
  • Cell Type Count: 2
  • Area share, top type: 72.7%
  • Mapped Cells: 70
  • Synth Warn #: 1
  • Registers, synthesis: 35
  • Avg Inst Size Synth: 13.8 um^2
  • Yosys stat cell total: 70
  • Synth Seq Share: 72.7%
  • Synth Cell Area: 963 um^2
  • Chip Area, Yosys: 963 um^2
  • Area leader, netlist: dfxtp_1
  • Top cells, area: dfxtp_1 (73%), buf_4 (27%)

Power
  • Maximum VDD drop: 0.000862 V
  • Pwr dens: 2060 mW/mm^2
  • Total leakage power: 0.607 nW

Final layout
  • Layout cells sized above 1: 18.2%
  • Cell Count, Final, Fillers Out: 169
  • #MultiIn Comb: 0
  • Fill count: 558
  • Comb area: 0 um^2
  • Area grow syn2layout: 50.1%
  • Fin area: 0.00145 mm^2

Setup path
  • Crit path kind: flip-flop to output port
  • CP Capture Type: output port
  • Critical Path RT: 0.80 ns
  • Slowest stage delay, CP: 0.29 ns
  • Worst setup startpoint: num1.bit14.data_out
  • Worst Path Max Fanout: 1
  • CP arrival: 0.77 ns
  • Worst setup SP type: flip-flop
  • Cells along the critical path: dlygate4sd2_1
  • Slowest cell on crit path: dfxtp_1
  • WP buf/inv: 1
  • CP top delay family: flip-flops

Final timing
  • Final Setup Violations: 0
  • Worst Max-Slew Pin Slew: 0.0842 ns
  • Final worst slack: 0.0286 ns
  • Worst hold slack: 0.413 ns
  • Setup TNS: 0 ns
  • Final Max-Slew Violation Tally: 0
  • Slew headroom: 94.4%
  • Unrepaired setup endpoints after global routing: false
  • Final hold viol count: 0

Run
  • Tool Warnings: 26
  • Maxcap violations: 0
[cells by family (layout without fill, tap and decap cells)]
group    after synthesis  count (layout)  synth area share (%)
buf+inv               35              64                  27.3
flops                 35              35                  72.7
[where the power goes]
| group | switching [mW] | internal (mW) |
|---|---|---|
| clock | 0.510 | 0.805 |
| combinational | 0.0311 | 0.140 |
| sequential | 0.0160 | 1.47 |
| total | 0.557 | 2.42 |
[final timing paths]
| check | endpoint | slack, ns | depth (start not counted) |
|---|---|---|---|
| setup / recovery | OUT_num1[14] | 0.03 | 1 |
| hold / removal | num2.bit2.data_out | 0.41 | 1 |
| max in group clk1 | num2.bit14.data_out | 0.49 | 1 |
| max in group clk2 | opcode0.data_out | 0.49 | 1 |
| min in group clk0 | num1.bit2.data_out | 0.42 | 1 |
| min in group clk2 | opcode2.data_out | 0.44 | 1 |
[cells in the final DEF (no fill, tap or decap), drive strengths merged]
cell / instances
clkdlybuf4s50: 19
dlygate4sd2: 17
dfxtp: 35
clkbuf: 10
clkdlybuf4s15: 18
[layout make-up]
cell class            count  area, um^2  area share [%]
Sequential cell          35         712            49.2
Timing Repair Buffer     54         519            35.9
Clock buffer             10         128            8.82
Tap cell                 70        87.6            6.06
[per-layer routing]
metal | wire length, um | share of wire [%]
met1 | 646 | 28
met2 | 1160 | 50
met3 | 464 | 20
met4 | 59 | 2.5
met5 | 0 | 0
[repair_timing]
| action | in CTS | in global routing |
|---|---|---|
| gates resized | 40 | 22 |
| hold endpoints to repair | 0 | 0 |
| gates cloned | 0 | 0 |
| endpoints found under the setup margin | 35 | 16 |
[Yosys cell counts]
cell type,n
buf_4,35
dfxtp_1,35
[through the flow]
stage	power [mW]	utilization, %
CTS	3.01	27.6
finish	2.98	28.1
detailed placement	1.74	25.9
global placement	1.73	25.9
floorplan	1.60	-
global route	3.11	28.1
Power and IR drop assume default switching activity.
